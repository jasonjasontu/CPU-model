==> ./design.v <==
`timescale 1ns / 1ps
module instruction(pc, op, func, rs, rt, rd, sa, imm, addr);
    input   [31:0]  pc;
    output  [5:0]   op;
    output  [5:0]   func;
    output  [4:0]   rs;
    output  [4:0]   rt;
    output  [4:0]   rd;
    output  [4:0]   sa;
    output  [15:0]  imm;
    output  [25:0]  addr;
    reg     [31:0]  ins;
    wire [31:0] instruction_memory [0:31];
    assign instruction_memory[0] = 32'h3c010000;
    assign instruction_memory[1] = 32'h34240050;
    assign instruction_memory[2] = 32'h20050004;
    assign instruction_memory[3] = 32'h0c000018;
    assign instruction_memory[4] = 32'hac820000;
    assign instruction_memory[5] = 32'h8c890000;
    assign instruction_memory[6] = 32'h01244022;
    assign instruction_memory[7] = 32'h20050003;
    assign instruction_memory[8] = 32'h20a5ffff;
    assign instruction_memory[9] = 32'h34a8ffff;
    assign instruction_memory[10] = 32'h39085555;
    assign instruction_memory[11] = 32'h2009ffff;
    assign instruction_memory[12] = 32'h312affff;
    assign instruction_memory[13] = 32'h01493025;
    assign instruction_memory[14] = 32'h01494026;
    assign instruction_memory[15] = 32'h01463824;
    assign instruction_memory[16] = 32'h10a00001;
    assign instruction_memory[17] = 32'h08000008;
    assign instruction_memory[18] = 32'h2005ffff;
    assign instruction_memory[19] = 32'h000543c0;
    assign instruction_memory[20] = 32'h00084400;
    assign instruction_memory[21] = 32'h00084403;
    assign instruction_memory[22] = 32'h000843c2;
    assign instruction_memory[23] = 32'h08000017;
    assign instruction_memory[24] = 32'h00004020;
    assign instruction_memory[25] = 32'h8c890000;
    assign instruction_memory[26] = 32'h20840004;
    assign instruction_memory[27] = 32'h01094020;
    assign instruction_memory[28] = 32'h20a5ffff;
    assign instruction_memory[29] = 32'h14a0fffb;
    assign instruction_memory[30] = 32'h00081000;
    assign instruction_memory[31] = 32'h03e00008;
    always @(pc) begin
        ins = instruction_memory[pc/4];
    end
    assign op = {ins[31:26]};
    assign rs = {ins[25:21]};
    assign rt = {ins[20:16]};
    assign rd = {ins[15:11]};
    assign sa = {ins[10:6]};
    assign func = {ins[5:0]};
    assign imm = {ins[15:0]};
    assign addr = {ins[25:0]};
endmodule
==> ./run.sh <==
#!/bin/bash
# OpenROAD 26Q1-2900-gdf79404cd8, Yosys 0.63+post, stock flow scripts
make -C /OpenROAD-flow-scripts/flow DESIGN_CONFIG=/design/flow/config.mk WORK_HOME=/design/flow/orfs finish
==> ./config.mk <==
export PLATFORM = sky130hd
export DESIGN_NAME = instruction
export DESIGN_NICKNAME = instruction
export VERILOG_FILES = /design/flow/design.v
export SDC_FILE = /design/flow/constraint.sdc
export NUM_CORES = 4
export LEC_CHECK = 1
export CORE_AREA = 10 10 91 91
export DIE_AREA = 0 0 101 101
==> ./constraint.sdc <==
current_design instruction

set clk_period 3.1
set clk_io_pct 0.2

create_clock -name clk0 -period $clk_period

set non_clock_inputs [all_inputs -no_clocks]
set_input_delay [expr $clk_period * $clk_io_pct] -clock clk0 $non_clock_inputs
set_output_delay [expr $clk_period * $clk_io_pct] -clock clk0 [all_outputs]
==> results.txt <==
Port Buf Inserts - 76
Crit path DRT - 2.48 ns
Syn Inst Count - 216
Cell count listed in synth_stat.txt - 216
Final Cycle Share - 96.0%
Critical-path cell list - dlygate4sd2_1, buf_6, or3_4, o211a_1, o32ai_2, clkdlybuf4s50_1
Status - finished clean
Met3 wire length - 566 um
Gr ovfl total - 0
Final Hold Violating Endpoints - 0
Min Hold Slack - 2.06 ns
GP Congestion - 0.877
Util after Layout - 37.8%
Flops - 0
Rows - 29
Startpoint types - input port
Crit Path Class - in -> out
CP peak stage delay - 0.52 ns
Core area - 0.00635 mm^2
FP Core Util - 22.2%
Delay-heaviest family, CP - buffers and inverters
Final setup viols - 0
Synthesized cell area - 0.00141 mm^2
Vias in the first global route - 1609
Power Total - 383 uW
Unique cell types - 52
Share of cells above drive strength 1 - 30.5%
Final ANT Viol Nets - 0
Worst Path Buf+Inv - 3
Vias/cell - 4.77
Slew Limit Fails - 0
VDD IR max - 56.8 uV
Antenna cells - 0
Clkbuf count - 0
Max-Cap Viols - 0
HPWL after detailed placement - 4.27 mm
Chip area - 0.0102 mm^2
Post-CTS Hold Buffers - 0
Avg WL per Cell - 15.1 um
RSZ-0062 raised after global routing - no
Worst min path class - in -> out
Synth Area per Inst - 6.53 um^2
Total number of vias - 1725
Met2 routed WL - 2.39 mm
Drt pass-1 iters - 4
Initial antenna violation count - 0
Met1 Wirelength - 2.50 mm
Num ports - 106
# DRC - 0
CP Capture Type - output port
Pin count of the biggest net entering global routing - 17
Register area - 0 um^2
Gr usage total - 9.72%
P&R area growth vs syn - 70.3%
Most frequent logic cell in the layout - clkdlybuf4s50_1
Worst path slowest cell - clkdlybuf4s50_1
Most frequent logic cells in the routed design - clkdlybuf4s50_1 (61), buf_4 (48), o21ai_0 (15)
Final wirelength - 5.47 mm
First DRT Iteration DRCs - 95
Tmin final - 2.98 ns
Synthesis area per yosys - 0.00141 mm^2
Synth warnings - 1
F_max - 336 MHz
PwrDens - 159 mW/mm^2
Synth Seq Share - 0%
Max layer used - met4
CP Data Arrival Time - 2.36 ns
Number of OpenROAD warnings - 59
Pleak - 0.00104 uW
First-pass GRT wire length - 8.45 mm
Crit Path Max Fanout - 5
Die width - 101 um
Die Y - 101 um
## synthesized netlist by cell type (2+ instances only)
master,n,area share (%)
o211ai_1,4,2.1
o32ai_1,2,1.2
a211o_1,2,1.2
o21ai_0,18,6.4
nor2_1,9,2.4
inv_1,3,0.80
a221o_1,2,1.4
buf_2,14,5.0
buf_4,48,26
nor2b_1,8,3.5
o221a_2,2,1.6
o22ai_1,4,1.8
clkbuf_1,5,1.3
a21boi_0,3,1.6
nor4b_1,2,1.2
a21o_1,2,1.1
o211a_1,2,1.4
and2_1,3,1.3
nand2_1,8,2.1
a211oi_1,3,1.6
a21oi_1,14,5.0
or2_2,2,0.89
and3b_1,3,1.9
nor3_1,4,1.4
o221ai_1,2,1.2
a31oi_1,5,2.2
mux2i_1,6,4.3
nand3_1,5,1.8
nor3b_1,2,1.1
nand2b_1,6,2.7
a32oi_1,2,1.2
## cell families after synthesis
| family | after synthesis | share of synthesized area (%) |
|---|---|---|
| buf+inv | 73 | 34.0 |
| simple gates | 63 | 26.6 |
| other cells | 1 | 0.266 |
| compound gates | 72 | 34.3 |
| xor+xnor | 1 | 0.621 |
| mux | 6 | 4.26 |
## power breakdown
| part | leakage, uW | internal [uW] | switching (uW) |
|---|---|---|---|
| Combinational | 0.00104 | 242 | 141 |
| Clock | 0 | 0 | 0 |
| Sequential | 0 | 0 | 0 |
## per-stage QoR
stage / worst slack (ns) / TNS, ns / cells / cell area (um^2)
finish: 0.124 / 0 / 362 / 2400
global route: 0.0559 / 0 / 362 / 2400
CTS: 0.00655 / 0 / 360 / 2360
detailed placement: -0.259 / -8.59 / 357 / 2260
global placement: -0.300 / -10.35 / 357 / 2260
floorplan: 0.741 / 0 / 218 / 1420
## per-layer routing
| metal | GRT usage, % | vias up |
|---|---|---|
| li1 | - | 873 |
| met1 | 14.0 | 785 |
| met2 | 15.2 | 65 |
| met3 | 2.22 | 2 |
| met4 | 0.214 | 0 |
| met5 | 0 | - |
## layout make-up
cell class / instances / area [um^2]
multi-input combinational: 145 / 1040
tap: 77 / 96.3
timing repair buffer: 135 / 1240
fill: 621 / 3950
inverter: 5 / 20.0
## worst min-delay path: cells and delay by family
| family | cells | cell delay [ns] |
|---|---|---|
| buffers and inverters | 3 | 0.59 |
| and+or+nand+nor | 1 | 0.15 |
| AOI/OAI and AO/OA | 1 | 0.07 |
## repair_timing
action | 4_1_cts | 5_1_grt
setup buffers | 1 | 1
pin swaps | 4 | 2
hold endpoints to repair | 0 | 0
gates resized | 34 | 13
cloned | 2 | 1
setup endpoints to repair | 67 | 46
## path summary, 6_finish.rpt
path	cells after the start	start	end
max	6	pc[2]	rs[2]
min	5	pc[3]	sa[0]
No activity file was given, so power comes from the tool's default toggle rates.
