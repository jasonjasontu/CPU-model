[flow/constraint.sdc]
current_design mux4input

set clk_period 14.2
set clk_io_pct 0.2

create_clock -name clk0 -period $clk_period

set non_clock_inputs [all_inputs -no_clocks]
set_input_delay [expr $clk_period * $clk_io_pct] -clock clk0 $non_clock_inputs
set_output_delay [expr $clk_period * $clk_io_pct] -clock clk0 [all_outputs]
[flow/design.v]
`timescale 1ns / 1ps
module mux4input(pcsrc, in0, imm, in2, in3, out);
    input [1:0] pcsrc;
    input [31:0] in0;
    input [31:0] in2;
    input [31:0] in3;
    input [31:0] imm;
    output reg [31:0] out;
    reg [31:0] temp;
    always @(*) begin
        temp = in0 + imm;
        case (pcsrc)
            0: out = in0;
            1: out = {14'b0, temp[17:0]};
            2: out = in2;
            3: out = in3;
        endcase
    end
endmodule
[flow/config.mk]
export PLATFORM = sky130hd
export DESIGN_NAME = mux4input
export DESIGN_NICKNAME = mux4input
export VERILOG_FILES = /design/flow/design.v
export SDC_FILE = /design/flow/constraint.sdc
export NUM_CORES = 4
export LEC_CHECK = 1
export CORE_AREA = 10 10 114 114
export DIE_AREA = 0 0 124 124
[flow/run.sh]
#!/bin/bash
# OpenROAD 26Q1-2900-gdf79404cd8, Yosys 0.63+post, stock flow scripts
make -C /OpenROAD-flow-scripts/flow DESIGN_CONFIG=/design/flow/config.mk WORK_HOME=/design/flow/orfs finish
==> notes.md <==
Figures from the flow reports.

Power:
- Dividing total power by cell area gives a power density of 35.0 mW/mm^2.
- The run gives the worst supply voltage drop on vdd as 0.0000138 V.
- For this design the static power due to leakage is around 0.0012 uW.

Critical path:
- The run gives the buffer and inverter count on the worst path as 3.
- Listed in order, past its start point the critical path passes clkdlybuf4s50_1 -> ha_1 -> inv_1 -> fa_1 -> nor2b_4 -> o21ai_2 -> a21boi_2 -> nor3_1 -> o31ai_2 -> a21oi_1 -> xnor2_1 -> mux4_2 -> clkdlybuf4s50_1.
- The run gives the master of the slowest instance on the critical path as sky130_fd_sc_hd__clkdlybuf4s50_1.
- The run puts the maximum fanout encountered on the critical timing path at 4.
- The run gives the data arrival at the endpoint of the critical path as approximately 6000 ps.
- STA classifies the critical path startpoint as a primary input.
- The worst setup path is of the in -> out kind.
- The run gives the cell repeated most along the worst path as sky130_fd_sc_hd__clkdlybuf4s50_1.
- The run gives the data required time of the critical path as about 11000 ps.
- The worst setup path is captured at an output port.
- The run puts the critical path's largest stage delay at 480 ps.
- Grouping stages by cell kind, the critical path spends the most delay in buffers and inverters.

Synthesis:
- The run gives the area reported by Yosys stat as approximately 0.0016 sq mm.
- The run gives the total cells reported by yosys after synthesis as just under 200.
- The run puts the proportion of synthesized chip area in sequential cells at 0%.
- Ranked by instance count, the synthesized netlist is headed by sky130_fd_sc_hd__nand2_1, sky130_fd_sc_hd__ha_1, sky130_fd_sc_hd__mux4_2, sky130_fd_sc_hd__o21ai_0, sky130_fd_sc_hd__mux2i_1.
- The run gives the fraction of post-synthesis cell area in the top cell type by area as 22.9%.
- The run puts the yosys synthesis warning count at 1.
- Looking at the gate-level netlist, the highest instance count belongs to sky130_fd_sc_hd__nand2_1.
- By area the synthesized netlist is led by sky130_fd_sc_hd__mux4_2, sky130_fd_sc_hd__ha_1, sky130_fd_sc_hd__mux2i_1, sky130_fd_sc_hd__xnor2_1, sky130_fd_sc_hd__nand2_1.
- The run gives the cell count after synthesis as slightly below 200.
- After synthesis, the netlist uses 42 different library cells.
- The run puts the mean cell area of the mapped netlist at slightly above 8 sq um.
- The mapped netlist covers 0.00157 sq mm.
- Sorting the Yosys area breakdown by cell type puts at the top sky130_fd_sc_hd__mux4_2.

CTS:
- The run puts the total of hold buffers inserted after clock tree synthesis at 0.
- The run gives the post-CTS setup-driven buffer insertion count as 0.
- The run puts the post-cts gate resize count at 0.

Final timing:
- The run puts the clock period minus final worst setup slack at a little under 9000 ps.
- The run puts the number of max-slew violations in the final report at 0.
- The run gives the final worst slack as between 5000 and 6000 ps.
- Endpoints failing hold in the final report were tallied at 0.
- The run puts the relative slew slack at between 60% and 70%.
- The run puts the slew of the pin with the lowest slew margin at between 500 and 600 ps.
- The run gives the total of endpoints with negative setup slack in the final report as 0.
- The run gives the setup TNS after final layout as 0 ps.
- Setup repair after global routing left no endpoint under its margin.
- Static timing analysis puts the maximum clock frequency at 112 MHz.
- The worst path uses 62.7% of the clock period.

Drt:
- The run gives the detailed-route via count as approximately 2000.
- The run gives the via density per instance as about 4.3.
- The run gives the antenna diode instance count as 0.
- The run gives the routed wire length as between 7000 and 8000 um.
- In the log, the iteration count for the first detailed-route pass is 5.
- The run gives the DRC violations left as 0.
- The run gives the detailed router's first-iteration violation count as between 40 and 50.
- The run gives the detail-routed net length per standard cell as roughly 15 um.
- The run gives the count of nets left with antenna violations after detail routing as 0.

Place:
- The congestion estimate from routability-driven global placement came to 0.810.
- As logged by OpenROAD, the buffers inserted on ports number approximately 150.
- Setup slack on the worst path after placement came out at ~5300 ps.
- The run puts the half-perimeter wire length after placement at roughly 6300 um.

Run status:
- The run finished with clean final reports.

Floorplanning:
- The run puts the area inside the core boundary at roughly 0.010 sq mm.
- In this run the count of I/O pins placed on the die edge is roughly 160.
- According to the floorplan report, the total die area is approximately 0.015 sq mm.
- The run puts the floorplan die width at about 120 um.
- The run puts the floorplan row count at 37.
- In this run the vertical extent of the chip is about 120 um.
- For this configuration, the core starts out at a cell density of between 10% and 20%.

Final layout:
- In this run the layout overhead on the synthesized area is reported as 102%.
- The area taken by multi-input combinational cells is reported as 0.00149 sq mm.
- According to the cell report, flip-flops and latches in the layout number 0.
- The run puts the total of clock buffers placed in the layout at 0.
- The run gives the filler cell count as 1079.
- The run gives the share of final-layout standard cells stronger than drive strength 1 as 9.04%.
- The run puts the area used by sequential logic in the layout at 0 sq um.

Global routing:
- The run puts the via count of the first global-routing pass at between 2000 and 2500.
- The run puts the aggregate global routing overflow at 0.
- The run gives the initial antenna violation count as 0.
- The run puts the overall routing resource usage at 8.72%.
- The run gives the wire length of the first global-routing pass as 10900 um.
- The run gives the maximum number of pins on one net before global-route repair as 39.

Flow run:
- The run reported a max-capacitance violation count of 0.
- The run puts the total tool warning count at 46.

Min path:
- The run gives the worst hold-check path type as in -> out.
==> cell usage in the layout (no fill, tap or decap), types with 2 or more instances in the layout <==
| master | netlist | final |
|---|---|---|
| sky130_fd_sc_hd__nand3_1 | 4 | 4 |
| sky130_fd_sc_hd__a21o_1 | 6 | 6 |
| sky130_fd_sc_hd__mux4_2 | 16 | 16 |
| sky130_fd_sc_hd__inv_1 | 9 | 9 |
| sky130_fd_sc_hd__o21ai_0 | 16 | 16 |
| sky130_fd_sc_hd__a211oi_1 | 2 | 2 |
| sky130_fd_sc_hd__ha_1 | 17 | 17 |
| sky130_fd_sc_hd__and3_1 | 2 | 2 |
| sky130_fd_sc_hd__xnor2_1 | 10 | 10 |
| sky130_fd_sc_hd__buf_2 | 1 | 2 |
| sky130_fd_sc_hd__a21oi_1 | 13 | 13 |
| sky130_fd_sc_hd__or3_1 | 2 | 2 |
| sky130_fd_sc_hd__nor3_1 | 2 | 2 |
| sky130_fd_sc_hd__buf_4 | 0 | 2 |
| sky130_fd_sc_hd__mux2i_1 | 14 | 14 |
| sky130_fd_sc_hd__nor2_1 | 11 | 11 |
| sky130_fd_sc_hd__a21oi_2 | 3 | 3 |
| sky130_fd_sc_hd__xor2_1 | 3 | 3 |
| sky130_fd_sc_hd__nand2_1 | 23 | 23 |
| sky130_fd_sc_hd__a31oi_1 | 3 | 3 |
| sky130_fd_sc_hd__o211ai_1 | 2 | 2 |
| sky130_fd_sc_hd__clkdlybuf4s50_1 | 0 | 146 |
| sky130_fd_sc_hd__nor2b_1 | 4 | 4 |
| sky130_fd_sc_hd__o21ai_1 | 2 | 2 |
==> worst paths after layout <==
| check | start | endpoint | slack, ps | cells past startpoint |
|---|---|---|---|---|
| hold / removal | in3[27] | out[27] | 6600 | 4 |
| setup / recovery | in0[0] | out[14] | 5290 | 13 |
==> tightest hold or removal path, cell delays in order <==
cell	delay (ps)
sky130_fd_sc_hd__clkdlybuf4s50_1	390
sky130_fd_sc_hd__nand2_1	50
sky130_fd_sc_hd__o21ai_0	70
sky130_fd_sc_hd__clkdlybuf4s50_1	410
==> kinds of logic after synthesis <==
family | after synthesis | share of synthesized area (%)
AOI/OAI and AO/OA | 56 | 22.9
and+or+nand+nor | 56 | 17.9
buffers and inverters | 21 | 5.26
xor gates and xnor gates | 13 | 7.25
adders and majority gates | 18 | 14.8
muxes | 30 | 31.9
==> metrics by stage <==
step / hold slack, ps / total power, uW / instances / area [sq um] / util [%]
after global placement: 6600 / 113 / 468 / 3180 / 30.5
after global routing: 6660 / 123 / 468 / 3180 / 30.5
final: 6600 / 111 / 468 / 3180 / 30.5
after CTS: 6610 / 114 / 468 / 3180 / 30.5
after detailed placement: 6600 / 113 / 468 / 3180 / 30.5
after floorplan: 5730 / 49.5 / 194 / 1570 / -
==> cell type report <==
type | count | share of cell area, %
timing repair buffer | 150 | 46.8
inverter | 9 | 1.06
tap | 136 | 5.35
multi-input combinational | 173 | 46.8
==> report_power, final <==
part	leakage (uW)	internal, uW	total [uW]	switching (uW)
combinational	0.00123	74.0	111	37.4
clock	0	0	0	0
sequential	0	0	0	0
total	0.00123	74.0	111	37.4
==> layer usage <==
layer  GRT usage [%]  wire length (um)  vias to the layer above
li1                -                 -                     1015
met2            15.4              3540                       92
met1            10.2              2760                      898
met4           0.144                12                        0
met3            3.63               808                        2
met5               0                 0                        -
Power is estimated from default activity; no workload was simulated.
