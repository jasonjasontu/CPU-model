<file path="flow/run.sh">
#!/bin/bash
# OpenROAD 26Q1-2900-gdf79404cd8, Yosys 0.63+post, stock flow scripts
make -C /OpenROAD-flow-scripts/flow DESIGN_CONFIG=/design/flow/config.mk WORK_HOME=/design/flow/orfs finish
</file>
<file path="flow/config.mk">
export PLATFORM = sky130hd
export DESIGN_NAME = regfile
export DESIGN_NICKNAME = regfile
export VERILOG_FILES = /design/flow/design.v
export SDC_FILE = /design/flow/constraint.sdc
export NUM_CORES = 4
export LEC_CHECK = 1
export CORE_UTILIZATION = 50
</file>
<file path="flow/constraint.sdc">
current_design regfile

set clk_period 8.1
set clk_io_pct 0.2

create_clock -name clk0 -period $clk_period [get_ports {clk}]

set non_clock_inputs [all_inputs -no_clocks]
set_input_delay [expr $clk_period * $clk_io_pct] -clock clk0 $non_clock_inputs
set_output_delay [expr $clk_period * $clk_io_pct] -clock clk0 [all_outputs]
</file>
<file path="flow/design.v">
`timescale 1ns / 1ps
module regfile (rna,rnb,d,wn,we,clk,clrn,qa,qb);      
    input  [31:0] d;                                  
    input   [4:0] rna;                                
    input   [4:0] rnb;                                
    input   [4:0] wn;                                 
    input         we;                                 
    input         clk, clrn;                          
    output wire [31:0] qa, qb;                             
    reg    [31:0] register [0:31];                    
    assign qa = (rna == 0)? 0 : register[rna];        
    assign qb = (rnb == 0)? 0 : register[rnb];        
    integer i;     
    always @(posedge clk or negedge clrn)             
        if (!clrn)begin                         
            for (i = 11; i < 32; i = i + 1)                 
                 register[i]  <= 0;                    
            register[0] = 32'h0;
            register[1] = 32'ha00000aa;
            register[2] = 32'h10000011;
            register[3] = 32'h20000022;
            register[4] = 32'h30000033;
            register[5] = 32'h40000044;
            register[6] = 32'h50000055;
            register[7] = 32'h60000066;
            register[8] = 32'h00000002;
            register[9] = 32'h80000088;
            register[10] = 32'h90000099;
        end
        else                    
            if ((wn != 0) && we)                      
                register[wn] <= d;                    
endmodule 
</file>
==> metrics.cfg <==
[outcome]
outcome=completed

[min_path]
whs_path_depth=1
min_from=register[24][23]
hp-class=reg -> reg
min_to=register[24][23]

[worst_setup_path]
worstPathMaxFanout=36
cp-start-kind=input port
setup.reg_to_reg.worst_slack_ps=7180
crit_path_end_kind=primary output
worstPathArrival_ps=5720
crit_type=in -> out
r2r_start=register[23][12]
crit_start=rna[4]
cp.required_ps=6480
reg2reg_depth=1
timing.rr.end=register[23][12]

[logic_synthesis]
syn_area_um2=53000
ys_cells=4998
ys_top_cells_by_area=dfrtp_1 45%, mux2_2 21%, nand3_1 11%, nand4_1 3.4%, a22oi_1 2.2%
yosys_warnings=2
synth-async-reset-ratio=1.00
synth.most_common_cell=nand3_1
syn_inst=4998
yosys_register_bits=992
synth.distinct_cells=73
top_cell_area_share=0.448
largest_area_cell=dfrtp_1
common_cells=1134 x nand3_1, 998 x mux2_2, 949 x dfrtp_1
synth_area_per_cell_um2=10.6
ys_area_um2=53000
ys_seq_frac=0.469
synth-main-ff-cell=dfrtp_1
edf_count=0

[cells_and_area]
drive_gt1_frac=0.314
post-route-util=0.566
reg_top3=register (992)
largest_register_ffs=992
nFillCells=8829
area_growth_pct=12.4
largest_register=register

[sta]
clock_skew_ps=0
max_slew_margin=0.220
setup_ws_ps=761
post-route-min-period_ps=7340
slew_viol_final=0
timing.fmax_ghz=0.136
rsz0062_at_grt=no
holdWs_ps=529
tns_ps=0
hold_viol=0
period_used_share=0.906
worst_pin_slew_ps=1170
setup_viol=0

[power_and_ir_drop]
power_density_nw_per_um2=241
leakage_nw=25.4
power_mw=14.4
internal-power_mw=10.2
power.sequential.fraction=0.476
clockPowerShare=0.372
pwr-share-comb=0.152
switchingPower_mw=4.20
peakVddDrop_mv=0.215
p_sw_frac=0.292

[cts]
clk_pin_slew_ps=60
cts_tree=yes
cts_max_level=3
cts_resized=0
cts-root-buf=clkbuf_16
hold_buffers=0
worstSkewPairLatency_ps=720
numCtsBuffers=107
cts_buffer_depth=3
post-cts-setup-buffers=0
cts_num_sinks=992

[grt]
grt_pass1_wl_um=355000
grt_start_max_net_pins=126
grt_overflow=0
grt_usage=0.493
antenna_found_initial=13
grt_pass1_vias=46917

[floorplanning]
initial_utilization=0.504
row_count=119
die_w_um=328
chip_area_um2=107000
die_h_um=328
io_pins=114
core_um2=105000

[detailed_routing]
ant_nets=0
avgRoutedWirePerCell_um=39.7
drt_first_pass_iters=10
vias=48560
drtIter0Drc=6760
route.detailed.drc=0
routed_wl_um=253000
via_per_inst=7.60

[placed_design]
pre_cts_ws_ps=1180
hpwlAfterDp_um=149000
place.gp.congestion=1.05
port_buffers=113

[flow_run]
max_cap_viol_count=0
tool_warnings=50

==> power groups by stage <==
stage	sequential, mW	clock (mW)	combinational, mW
CTS	6.81	5.37	2.12
global route	6.95	5.55	2.29
finish	6.85	5.35	2.18
==> per-stage QoR <==
stage / instance area [µm²] / std cells
final: 59600 / 6389
after global placement: 55800 / 6164
after detailed placement: 55800 / 6164
after CTS: 59600 / 6365
after global routing: 59600 / 6366
after floorplan: 53000 / 4998
==> worst max-delay path by stage <==
stage / slack (ps) / endpoint / depth (start not counted)
finish: 760 / qa[31] / 8
global route: 940 / qb[0] / 9
CTS: 1170 / qa[31] / 9
==> logic make-up after synthesis <==
| logic type | after synthesis | synth area share |
|---|---|---|
| AOI/OAI and AO/OA | 511 | 0.0710 |
| buffers and inverters | 578 | 0.0472 |
| DFF | 992 | 0.469 |
| muxes | 1014 | 0.215 |
| and+or+nand+nor | 1903 | 0.197 |
==> per-layer routing <==
layer / global-route usage / vias up / share of wire / routed length, µm
met1: 0.631 / 23938 / 0.34 / 87300
met5: 0.0373 / - / 0.0026 / 650
li1: - / 18804 / - / -
met3: 0.316 / 1384 / 0.18 / 45000
met2: 0.631 / 4403 / 0.39 / 99400
met4: 0.295 / 31 / 0.083 / 21000
==> cell type report <==
| type | count | area (µm²) | share of cell area |
|---|---|---|---|
| Clock buffer | 141 | 3060 | 0.0513 |
| Sequential cell | 992 | 24900 | 0.417 |
| Timing Repair Buffer | 351 | 3120 | 0.0523 |
| Inverter | 2 | 7.51 | 0.000126 |
| Antenna cell | 24 | 60.1 | 0.00101 |
| Multi-Input combinational cell | 3428 | 26000 | 0.436 |
| Clock inverter | 60 | 743 | 0.0125 |
| Tap cell | 1391 | 1740 | 0.0292 |
==> layout by cell type (no fill, tap or decap), drive strengths merged, types with 53 or more instances in the layout <==
| cell | Yosys | routed |
|---|---|---|
| clkbuf | 268 | 141 |
| dfrtp | 949 | 949 |
| a31oi | 53 | 53 |
| nor4 | 76 | 76 |
| and3 | 132 | 132 |
| a21oi | 107 | 107 |
| mux2 | 999 | 999 |
| buf | 308 | 246 |
| a22oi | 156 | 156 |
| nand3 | 1134 | 1134 |
| nand2 | 57 | 57 |
| clkdlybuf4s50 | 0 | 105 |
| nand4 | 290 | 290 |
==> worst max-delay path, stage by stage <==
cell and delay (ps):
buf_2 500, buf_4 310, and2_4 560, and2_1 1010, a21oi_1 250, and4_1 270
a31oi_1 540, clkdlybuf4s50_1 580
No activity file was given, so power comes from the tool's default toggle rates.
